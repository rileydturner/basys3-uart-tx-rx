==> /design/flow/config.mk <==
export PLATFORM = sky130hd
export DESIGN_NAME = UART_TOP
export DESIGN_NICKNAME = UART_TOP
export VERILOG_FILES = /design/flow/design.v
export SDC_FILE = /design/flow/constraint.sdc
export NUM_CORES = 4
export LEC_CHECK = 1
export CORE_UTILIZATION = 40
==> /design/flow/constraint.sdc <==
current_design UART_TOP

set clk_period 3.3
set clk_io_pct 0.2

create_clock -name clk0 -period $clk_period [get_ports {clk}]

set non_clock_inputs [all_inputs -no_clocks]
set_input_delay [expr $clk_period * $clk_io_pct] -clock clk0 $non_clock_inputs
set_output_delay [expr $clk_period * $clk_io_pct] -clock clk0 [all_outputs]
==> /design/flow/design.v <==
`timescale 1ns / 1ps
module UART_Rx#(parameter CLKS_PER_BIT = 10416) 
  (
   input        clk,
   input        RsRx,
   output o_RX_DV,
   output [7:0] RxByte  
   );
  parameter S0 = 3'b000;  
  parameter S1 = 3'b001;  
  parameter S2 = 3'b010;  
  parameter S3 = 3'b011;  
  parameter S4 = 3'b100;  
  reg           tempdata1 = 1'b1;
  reg           tempdata   = 1'b1;
  reg [15:0]    clockcounter = 0;
  reg [2:0]     index   = 0;  
  reg [7:0]     tempRx     = 0;  
  reg [2:0]     state         = 0;
  reg r_RX_DV = 0;
  always @(posedge clk)
    begin
      tempdata1 <= RsRx;
      tempdata   <= tempdata1;
    end
  always @(posedge clk)
    begin
      case (state)
        S0:
          begin
            r_RX_DV = 1'b0;
            clockcounter <= 0;
            index   <= 0;
            if (tempdata == 1'b0)           
              state <= S1;
            else
              state <= S0;
          end
        S1:
          begin
            if (clockcounter == (CLKS_PER_BIT-1)/2)
              begin
                if (tempdata == 1'b0)
                  begin
                    clockcounter <= 0;   
                    state <= S2;
                  end
                else
                  state <= S0;
              end
            else
              begin
                clockcounter <= clockcounter + 1;
                state <= S1;
              end
          end  
        S2:
          begin
            if (clockcounter < CLKS_PER_BIT-1)
              begin
                clockcounter <= clockcounter + 1;
                state <= S2;
              end
            else
              begin
                clockcounter          <= 0;
                tempRx[index] <= tempdata;
                if (index < 7)  
                  begin
                    index <= index + 1;
                    state   <= S2;
                  end
                else
                  begin
                    index <= 0;
                    state   <= S3;
                  end
              end
          end  
        S3:
          begin
            if (clockcounter < CLKS_PER_BIT-1)
              begin
                clockcounter <= clockcounter + 1;
                state <= S3;
              end
            else
              begin
                clockcounter <= 0;
                state <= S4;
                r_RX_DV =1'b1;  
              end
          end  
        S4 :
          begin
            state <= S0;
            r_RX_DV   <= 1'b0;
          end
        default :
          state <= S0;
      endcase
    end   
   assign o_RX_DV = r_RX_DV;
  assign RxByte = tempRx;  
endmodule  
`timescale 1ns / 1ps
module UART_TOP(
    input clk,
    input RsRx,
    output RsTx
    );
    wire [7:0] temp;
    wire DV;
    parameter CLKS_PER_BIT = 10416;  
    UART_Rx #(.CLKS_PER_BIT(CLKS_PER_BIT)) uut0 (.clk(clk), .RsRx(RsRx), .RxByte(temp), .o_RX_DV(DV));
    UART_Tx #(.CLKS_PER_BIT(CLKS_PER_BIT)) uut1 (.clk(clk), .inputdata(temp), .RsTx(RsTx), .dataValue(DV), .active(), .done());
endmodule
`timescale 1ns / 1ps
module UART_Tx#(parameter CLKS_PER_BIT=10416)
  (
   input       clk,
   input [7:0] inputdata, 
   input       dataValue,
   output      active,
   output reg  RsTx,
   output      done
   );
  parameter S0 = 3'b000;  
  parameter S1 = 3'b001;  
  parameter S2 = 3'b010;  
  parameter S3 = 3'b011;  
  parameter S4 = 3'b100;  
  reg [2:0]    state     = 0;
  reg [15:0]    clockcounter = 0;
  reg [2:0]    index   = 0;  
  reg [7:0]    tempdata     = 0;  
  reg          tempdone     = 0;
  reg          tempactive   = 0;
  always @(posedge clk)
    begin
      case (state)
        S0 :
          begin
            RsTx   <= 1'b1;          
            tempdone     <= 1'b0;
            clockcounter <= 0;
            index   <= 0;
            if(dataValue == 1'b1) begin
                tempactive <= 1'b1;
                tempdata   <= inputdata;
                state   <= S1;
            end
            else
            state <= S0;  
          end  
        S1 :
          begin
            RsTx <= 1'b0;
            if (clockcounter < CLKS_PER_BIT-1)
              begin
                clockcounter <= clockcounter + 1;
                state     <= S1;
              end
            else
              begin
                clockcounter <= 0;
                state     <= S2;
              end
          end  
        S2 :
          begin
            RsTx <= tempdata[index];
            if (clockcounter < CLKS_PER_BIT-1)
              begin
                clockcounter <= clockcounter + 1;
                state     <= S2;
              end
            else
              begin
                clockcounter <= 0;
                if (index < 7)  
                  begin
                    index <= index + 1;
                    state   <= S2;
                  end
                else
                  begin
                    index <= 0;
                    state   <= S3;
                  end
              end
          end  
        S3 :
          begin
            RsTx <= 1'b1;
            if (clockcounter < CLKS_PER_BIT-1)
              begin
                clockcounter <= clockcounter + 1;
                state     <= S3;
              end
            else
              begin
                tempdone     <= 1'b1;
                clockcounter <= 0;
                state <= S4;
                tempactive   <= 1'b0;
              end
          end  
          S4:
          begin
            tempdone <= 1'b1;
            state <= S0;
          end
        default :
          state <= S0;
      endcase
    end
  assign active = tempactive;
  assign done   = tempdone;
endmodule
==> /design/flow/run.sh <==
#!/bin/bash
# OpenROAD 26Q1-2900-gdf79404cd8, Yosys 0.63+post, stock flow scripts
make -C /OpenROAD-flow-scripts/flow DESIGN_CONFIG=/design/flow/config.mk WORK_HOME=/design/flow/orfs finish
==> summary.log <==
INFO  cts            clock-sinks=64
INFO  cts            clock_root_buffer_master=clkbuf_8
INFO  global_routing grt_start_max_net_pins=17
INFO  timing         min_period_over_period=0.709
INFO  timing         worst_pin_slew=643ps
INFO  worst_setup_path cp_cell_sequence=or3b_1 -> nor4b_2 -> nor2_1 -> a211oi_1
INFO  floorplan      top_level_ports=3
INFO  worst_setup_path critical_path_s_slowest_cell=a211oi_1
INFO  cts            max-clock-path-buffers=2
INFO  run            log.warning_count=29
INFO  placement      hpwl=3520um
INFO  detailed_routing detailroute.via_count=2145
INFO  power_and_ir_drop cellPowerDensity=551nW/um^2
INFO  detailed_routing ant_nets=0
INFO  detailed_routing met1_length=2860um
INFO  power_and_ir_drop power.clock.fraction=0.361
INFO  worst_hold_path min_path_cells=0
INFO  detailed_routing top_layer_used=met4
INFO  power_and_ir_drop irDropWorstVdd=0.347mV
INFO  synthesis      post_synth.cell_area_avg=11.3um^2
INFO  detailed_routing dr.first_iter.drc_count=81
INFO  worst_hold_path worst_hold_startpoint=uut0.tempdata1
INFO  cts            clk_latency=340ps
INFO  synthesis      synth_cells=293
INFO  detailed_routing drc=0
INFO  worst_setup_path critPathMaxFanout=6
INFO  timing         slew_headroom=0.567
INFO  worst_setup_path timing.critical_path.buf_inv=0
INFO  global_routing globalRouteOverflowTotal=0
INFO  global_routing number_of_antenna_violations_at_the_first_check_in_global_routing=0
INFO  worst_setup_path critPathKind=flop to flop
INFO  placement      globalplace.congestion=0.823
INFO  timing         fin_crit=2340ps
INFO  synthesis      mappedNetlistArea=3310um^2
INFO  synthesis      ys_cells=293
INFO  detailed_routing drtPass1Iterations=4
INFO  floorplan      chipWidth=92.9um
INFO  detailed_routing detail_route.antenna_diodes=0
INFO  finish         utilization=0.461
INFO  worst_setup_path critical_path.reg2reg.startpoint=uut0.clockcounter[10]
INFO  worst_setup_path crit_path_dat=2310ps
INFO  power_and_ir_drop p_sw=486uW
INFO  power_and_ir_drop p_int=1510uW
INFO  synthesis      yosysChipArea=3310um^2
INFO  worst_setup_path critical_path.endpoint_type=flop
INFO  detailed_routing wl_per_cell=13.6um
INFO  floorplan      chipHeight=92.9um
INFO  timing         setup_tns=0ps
INFO  global_routing first_global_vias=1996
INFO  synthesis      ys_types=55
INFO  timing         rsz0062_at_grt=false
INFO  floorplan      placeableCoreArea=7850um^2
INFO  worst_setup_path required=3270ps
INFO  detailed_routing totalWireLength=5490um
INFO  synthesis      enable_flop_cells=56
INFO  timing         worst_clock_skew=9.06ps
INFO  synthesis      synth.yosys.seq_area_share=0.557
INFO  cts            postCtsSetupRepairBufs=0
INFO  cts            numCtsBuffers=9
INFO  timing         fmaxAchievable=0.427GHz
INFO  worst_setup_path crit_path_start_kind=flop
INFO  worst_setup_path timing.critical_path.slowest_cell_delay=530ps
INFO  worst_setup_path path_delay_family=simple AND/OR/NAND/NOR gates
INFO  cts            cts_tree=built
INFO  worst_hold_path hold_path_class=flop to flop
INFO  floorplan      fp_util=0.421
INFO  power_and_ir_drop p_seq_frac=0.531
INFO  timing         timing.final.hold_violations=0
INFO  status         outcome=finished, final reports clean
INFO  power_and_ir_drop fin_total_pwr=1990uW
INFO  cts            number_of_gates_resized_after_cts=0
INFO  detailed_routing met3WireLength=208um
INFO  synthesis      yosys_warnings=2
INFO  run            max_cap_check_violation_count=0
INFO  synthesis      postSynth.topFlopCell=edfxtp_1
INFO  detailed_routing met2_wirelength=2360um
INFO  floorplan      chipArea=8640um^2
INFO  synthesis      ys_async_sr_fraction=0
INFO  timing         finalMaxSlewViolations=0
INFO  synthesis      ys_seq_elements=64
INFO  floorplan      fp-row-count=32
INFO  worst_setup_path crit-reg2reg-capture=uut0.index[0]
INFO  power_and_ir_drop p_leak=0.00128uW
INFO  power_and_ir_drop switching_share=0.244
INFO  timing         final-setup-viol-count=0
INFO  worst_hold_path hold_end=uut0.tempdata
INFO  finish         final_layout_size_suffix_gt1_frac=0.0997
INFO  placement      place.port_buffers=2
INFO  worst_setup_path worst_r2r_path_depth=4
INFO  detailed_routing drt-vias-per-instance=5.32
INFO  global_routing global_route_wire_length_before_repair=9490um
INFO  worst_setup_path setup.reg_to_reg.worst_slack=960ps
INFO  cts            htree_num_levels=3
INFO  finish         layout-area-overhead-vs-synth=9.46%
INFO  power_and_ir_drop p_comb_frac=0.109
INFO  global_routing grt_use_total=0.144
INFO  cts            path_clk_slew=70ps
INFO  cts            cts_hold_buf=0
==> placed cells by master, fill, tap and decap left out, types with 2 or more instances in the layout <==
cell type,Yosys,routed
ha_1,8,8
nand3b_1,2,2
nor4b_1,2,2
or2_2,2,2
bufinv_16,0,2
xnor2_1,10,10
a211oi_1,3,3
nor2_1,30,30
and2_1,2,2
o21ai_0,9,9
nor3_1,6,6
or3b_1,2,2
and3_1,5,5
inv_1,11,11
nand4_1,10,10
dfxtp_1,8,8
a22o_1,3,3
nor3b_1,2,2
a31oi_1,2,2
or3_1,2,2
nand2_1,16,16
and4b_1,2,2
a22oi_1,2,2
clkdlybuf4s50_1,0,2
a311oi_1,2,2
clkbuf_1,9,2
mux2_2,3,3
xor2_1,14,14
a21oi_1,18,18
o211ai_1,2,2
nand3_1,17,17
nor4_1,5,5
mux4_2,2,2
edfxtp_1,56,56
clkbuf_8,0,9
conb_1,1,2
buf_4,0,2
or3b_2,2,2
==> power by group through the flow <==
| stage | Sequential (uW) | Combinational, uW | Clock, uW |
|---|---|---|---|
| 6_report | 1060 | 217 | 719 |
| 4_1_cts | 1060 | 219 | 738 |
| 5_1_grt | 1080 | 249 | 778 |
==> synth_stat cells, types with 6 or more instances <==
cell / count / area share
o21ai_0: 9 / 0.014
nor2_1: 30 / 0.034
nand4_1: 10 / 0.019
xnor2_1: 10 / 0.026
dfxtp_1: 8 / 0.048
clkbuf_1: 9 / 0.010
a21oi_1: 18 / 0.027
inv_1: 11 / 0.012
edfxtp_1: 56 / 0.51
xor2_1: 14 / 0.037
nor3_1: 6 / 0.0091
nand2_1: 16 / 0.018
ha_1: 8 / 0.030
nand3_1: 17 / 0.026
==> registers in the layout, indices dropped and copies added (netlist names) <==
name,flops
uut1.state,3
uut0.tempdata1,1
uut1.index,3
uut0.clockcounter,16
uut0.tempdata,1
uut0.r_RX_DV,1
uut0.state,3
uut0.index,3
uut1.clockcounter,16
uut0.tempRx,8
uut1.tempdata,8
uut1.RsTx,1
==> cell families after synthesis <==
logic type,synth area share
XOR/XNOR,0.0636
flip-flops,0.557
AND/OR/NAND/NOR,0.194
buffers and inverters,0.0325
multiplexers,0.0269
other,0.00113
AND-OR/OR-AND,0.0946
adder cells (fa/ha/maj),0.0303
==> how the worst max path moves through the flow <==
stage | start | to | slack (ps) | cells past startpoint
4_1_cts | uut0.clockcounter[9] | uut0.index[0] | 970 | 4
5_1_grt | uut0.clockcounter[8] | uut0.index[0] | 750 | 4
6_report | uut0.clockcounter[10] | uut0.index[0] | 960 | 4
==> through the flow <==
step	hold WS [ps]	cell area (um^2)	std cells	setup WS [ps]
3_3_place_gp	318	3410	387	1040
5_1_grt	348	3620	403	748
3_5_place_dp	316	3410	387	981
6_report	330	3620	403	960
4_1_cts	332	3620	403	965
2_1_floorplan	310	3310	294	1010
==> layer usage <==
metal,global-route usage,up-vias
li1,-,1101
met1,0.249,1003
met2,0.198,36
met3,0.0401,5
met4,0.0167,0
met5,0,-
==> cell type report <==
type / instances / area [um^2]
fillers: 724 / 4230
flip-flops and latches: 64 / 1840
multi-input cells: 206 / 1360
clock buffers: 11 / 131
well taps: 102 / 128
clock inverters: 5 / 81.3
inverters: 11 / 41.3
repair buffers: 4 / 35.0
Power figures rest on the tool's default switching activity, not on a simulated workload.
